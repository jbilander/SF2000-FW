**flow/run.sh**
```bash
#!/bin/bash
# OpenROAD 26Q1-2900-gdf79404cd8, Yosys 0.63+post, stock flow scripts
make -C /OpenROAD-flow-scripts/flow DESIGN_CONFIG=/design/flow/config.mk WORK_HOME=/design/flow/orfs finish
```
**flow/config.mk**
```make
export PLATFORM = sky130hd
export DESIGN_NAME = autoconfig_zii
export DESIGN_NICKNAME = autoconfig_zii
export VERILOG_FILES = /design/flow/design.v
export SDC_FILE = /design/flow/constraint.sdc
export NUM_CORES = 4
export LEC_CHECK = 1
export CORE_AREA = 10 10 106 106
export DIE_AREA = 0 0 116 116
```
**flow/constraint.sdc**
```tcl
current_design autoconfig_zii

set clk_period 2.4
set clk_io_pct 0.2

create_clock -name clk0 -period $clk_period [get_ports {AS_CPU_n}]
create_clock -name clk1 -period $clk_period [get_ports {C7M}]

set non_clock_inputs [all_inputs -no_clocks]
set_input_delay [expr $clk_period * $clk_io_pct] -clock clk0 $non_clock_inputs
set_output_delay [expr $clk_period * $clk_io_pct] -clock clk0 [all_outputs]
```
**flow/design.v**
```verilog
`timescale 1ns / 1ps
module autoconfig_zii(
    input C7M,
    input CFGIN_n,
    input JP6,
    input JP7,
    input AS_CPU_n,
    input RESET_n,
    input DS_n,
    input RW_n,
    input [23:16] A_HIGH,
    input [6:1] A_LOW,
    input [15:0] data_in,
    output [15:0] data_out,
    output data_oe,
    output reg [7:5] BASE_RAM,
    output reg [7:0] BASE_IDE,
    output reg [7:0] BASE_SD,
    output RAM_CONFIGURED_n,
    output IDE_CONFIGURED_n,
    output SD_CONFIGURED_n,
    output CFGOUT_n
);
localparam RAM_CARD = 2'b00;
localparam IDE_CARD = 2'b01;
localparam SD_CARD = 2'b10;
localparam CONFIGURING_RAM = 3'b111;
localparam CONFIGURING_IDE = 3'b110;
localparam CONFIGURING_SD  = 3'b100;
localparam [15:0] MFG_ID_OAHR     = 16'h144A;  
localparam [15:0] MFG_ID_BSC      = 16'h082C;  
localparam [7:0]  RAM_PROD_ID = 8'd10;     
localparam [7:0]  IDE_PROD_ID = 8'd6;      
localparam [7:0]  SD_PROD_ID  = 8'd11;     
localparam [15:0] SERIAL      = 16'd0;
reg [3:0] data_nyb_out = 4'hF;
reg [2:0] config_out_n = 3'b111;
reg [2:0] configured_n = 3'b111;
reg [2:0] shutup_n = 3'b111;
wire autoconfig_access = !CFGIN_n && CFGOUT_n && (A_HIGH == 8'hE8) && !AS_CPU_n;
assign RAM_CONFIGURED_n = configured_n[RAM_CARD];
assign IDE_CONFIGURED_n = configured_n[IDE_CARD];
assign SD_CONFIGURED_n  = configured_n[SD_CARD];
assign CFGOUT_n = |config_out_n;
assign data_out = {data_nyb_out, 12'd0};
assign data_oe = autoconfig_access && RW_n && !DS_n;
always @(negedge RESET_n or posedge AS_CPU_n) begin
    if (!RESET_n) begin
        config_out_n <= 3'b111;
    end else begin
        config_out_n <= configured_n & shutup_n;
    end
end
always @(negedge RESET_n or posedge C7M) begin
    if (!RESET_n) begin
        configured_n <= 3'b111;
        shutup_n <= 3'b111;
    end else begin
        if(autoconfig_access && !DS_n) begin
            if (RW_n) begin
                case (A_LOW)
                    6'h00: begin
                        if (config_out_n == CONFIGURING_RAM) data_nyb_out <= 4'b1110;                  
                        if (config_out_n == CONFIGURING_IDE) data_nyb_out <= JP7 ? 4'b1101 : 4'b1100;  
                        if (config_out_n == CONFIGURING_SD)  data_nyb_out <= JP7 ? 4'b1101 : 4'b1100;  
                    end
                    6'h01: begin
                        if (config_out_n == CONFIGURING_RAM) data_nyb_out <= JP6 ? 4'b0000 : 4'b0111;  
                        if (config_out_n == CONFIGURING_IDE) data_nyb_out <= 4'b0001;                  
                        if (config_out_n == CONFIGURING_SD)  data_nyb_out <= 4'b0001;                  
                    end
                    6'h02: begin
                        if (config_out_n == CONFIGURING_RAM) data_nyb_out <= ~RAM_PROD_ID[7:4];        
                        if (config_out_n == CONFIGURING_IDE) data_nyb_out <= ~IDE_PROD_ID[7:4];        
                        if (config_out_n == CONFIGURING_SD)  data_nyb_out <= ~SD_PROD_ID[7:4];        
                    end
                    6'h03: begin
                        if (config_out_n == CONFIGURING_RAM) data_nyb_out <= ~RAM_PROD_ID[3:0];        
                        if (config_out_n == CONFIGURING_IDE) data_nyb_out <= ~IDE_PROD_ID[3:0];        
                        if (config_out_n == CONFIGURING_SD)  data_nyb_out <= ~SD_PROD_ID[3:0];        
                    end
                    6'h04: data_nyb_out <= ~4'b1100;              
                    6'h05: data_nyb_out <= ~4'b0000;              
                    6'h08: begin                                                                       
                        if (config_out_n == CONFIGURING_RAM) data_nyb_out <= ~MFG_ID_OAHR[15:12];
                        if (config_out_n == CONFIGURING_SD)  data_nyb_out <= ~MFG_ID_OAHR[15:12];
                        if (config_out_n == CONFIGURING_IDE) data_nyb_out <= ~MFG_ID_BSC[15:12];
                    end
                    6'h09: begin                                                                       
                        if (config_out_n == CONFIGURING_RAM) data_nyb_out <= ~MFG_ID_OAHR[11:8];
                        if (config_out_n == CONFIGURING_SD)  data_nyb_out <= ~MFG_ID_OAHR[11:8];
                        if (config_out_n == CONFIGURING_IDE) data_nyb_out <= ~MFG_ID_BSC[11:8];
                    end
                    6'h0A: begin                                                                       
                        if (config_out_n == CONFIGURING_RAM) data_nyb_out <= ~MFG_ID_OAHR[7:4];
                        if (config_out_n == CONFIGURING_SD)  data_nyb_out <= ~MFG_ID_OAHR[7:4];
                        if (config_out_n == CONFIGURING_IDE) data_nyb_out <= ~MFG_ID_BSC[7:4];
                    end
                    6'h0B: begin                                                                       
                        if (config_out_n == CONFIGURING_RAM) data_nyb_out <= ~MFG_ID_OAHR[3:0];
                        if (config_out_n == CONFIGURING_SD)  data_nyb_out <= ~MFG_ID_OAHR[3:0];
                        if (config_out_n == CONFIGURING_IDE) data_nyb_out <= ~MFG_ID_BSC[3:0];
                    end
                    6'h10: data_nyb_out <= ~SERIAL[15:12];        
                    6'h11: data_nyb_out <= ~SERIAL[11:8];         
                    6'h12: data_nyb_out <= ~SERIAL[7:4];          
                    6'h13: data_nyb_out <= ~SERIAL[3:0];          
                    6'h17: begin
                        if (config_out_n == CONFIGURING_IDE) data_nyb_out <= ~4'b0001;    
                        if (config_out_n == CONFIGURING_SD)  data_nyb_out <= ~4'b0001;    
                    end
                    6'h20: data_nyb_out <= 4'd0;                  
                    6'h21: data_nyb_out <= 4'd0;                  
                    default: data_nyb_out <= 4'hF;
                endcase
            end else begin
                case (A_LOW)
                    6'h24: begin     
                        if (config_out_n == CONFIGURING_RAM) begin
                            BASE_RAM[7:5] <= data_in[15:13];           
                            configured_n[RAM_CARD] <= 1'b0;
                        end
                        if (config_out_n == CONFIGURING_IDE) begin 
                            BASE_IDE[7:4] <= data_in[15:12];
                            configured_n[IDE_CARD] <= 1'b0;
                        end
                        if (config_out_n == CONFIGURING_SD) begin 
                            BASE_SD[7:4] <= data_in[15:12];
                            configured_n[SD_CARD] <= 1'b0;
                        end
                    end
                    6'h25: begin     
                        if (config_out_n == CONFIGURING_IDE) BASE_IDE[3:0] <= data_in[15:12];
                        if (config_out_n == CONFIGURING_SD)  BASE_SD[3:0] <= data_in[15:12];
                    end
                    6'h26: begin     
                        if (config_out_n == CONFIGURING_RAM) shutup_n[RAM_CARD] <= 1'b0;
                        if (config_out_n == CONFIGURING_IDE) shutup_n[IDE_CARD] <= 1'b0;
                        if (config_out_n == CONFIGURING_SD) shutup_n[SD_CARD] <= 1'b0;
                    end
                endcase
            end
        end
    end
end
endmodule
```
==> results_slide.txt <==
Physical Implementation Snapshot

Critical path
  • Crit end category: flop
  • Crit Path Category: clock port to flop
  • CP max-delay cell: clkbuf_8
  • Startpoint Class: clock port
  • Crit-path max FO: 4
  • Crit path required time: 2.40 ns
  • Top delay family on crit path: buffers and inverters
  • Data arrival, critical path: 2.53 ns
  • Reg2reg start: config_out_n[2]$_DFF_PN1_
  • CP most frequent cell: clkbuf_8
  • Worst Setup SP: AS_CPU_n
  • Bufs and invs on worst path: 6
  • Worst stage delay on the critical path: 0.18 ns
  • Cell breakdown of the critical path: buf_8 > nor2_4 > nand3_4 > nor3_4 > buf_6 > nand2b_4 > clkbuf_16 > buf_4 > nor4_4 > clkbuf_8 > clkbuf_8

Layout
  • Util after Layout: 33.2%
  • Fin area: 2940 sq um
  • Fillers: 858
  • Share of layout cells above drive strength 1: 30.0%
  • Layout area overhead: 80.1%

Logic synthesis
  • Post-synthesis cell area: 1630 sq um
  • Simple share: 19.1%
  • Yosys top cell area share: 42.3%
  • Mux share: 0%
  • Flops out of synthesis: 32
  • YS chip area: 1630 sq um
  • Syn avg cell area: 11.7 sq um
  • Post-synth seq share: 56.8%
  • Yosys aoi share: 15.0%
  • Cell Type Count: 43
  • Yosys cell count: 140
  • Post-Synthesis Cells: 140
  • Synth area leaders: edfxtp_1, dfstp_2, buf_4, and2_1, nand3_1
  • Adder-cell share of the synthesized area: 0%
  • Synth warn: 1
  • Top cell type by total area after synthesis: edfxtp_1
  • Dominant comb cell: simple AND/OR/NAND/NOR gates
  • Yosys xor share: 1.07%

STA
  • RSZ-0062 raised after global routing: true
  • Max Slew Vio Count: 0
  • Worst slew pin tran: 0.548 ns
  • Final hold violation count: 0
  • Post-route worst setup slack: -0.124 ns
  • Relative slew slack: 63.5%
  • Worst Skew: 0 ns
  • Final setup vio count: 21

Die
  • Die height: 116 um
  • CORE AREA: 8850 sq um
  • FP Util: 18.5%
  • Std cell rows: 34
  • Ports: 78
  • Die area: 13500 sq um
  • Chip Width: 116 um

GRT
  • Gr ovfl total: 0
  • Largest net degree at the start of global routing: 12
  • First-pass GRT wire length: 8780 um
  • Vias in the first global route: 1909
  • Total track usage: 8.86%
  • Initial antenna violation count: 0

Routing
  • WL per Instance: 16.8 um
  • Drc violations: 0
  • Starting DRT DRC Count: 146
  • Post-route ant nets: 0
  • # diodes: 0
  • Vias: 1623
  • Routed vias/inst: 4.66
  • WL met3: 913 um
  • Met2 wire len: 2460 um
  • DRT Wirelength: 5860 um
  • Uppermost layer routed: met4
  • Drt pass-1 iters: 4
  • Met1 Wirelength: 2240 um

Run
  • MaxCap Viol Count: 0
  • Log Warnings: 52

Place
  • IO Port Bufs: 52
  • RePlAce Congestion: 0.842
  • Area of placed instances: 2300 sq um
  • Worst slack, placed: -0.305 ns
  • Post-DP HPWL: 3640 um

Power and ir drop
  • Comb pwr share: 7.2%
  • Pwr/cell area: 498 nW/um^2
  • P_leak: 1.09 nW
  • Clk pwr share: 52.2%
  • Total power: 1.47 mW
  • Maximum vdd drop: 0.200 mV
  • Sequential fraction of design power: 40.6%
  • Int Pwr: 1.16 mW
  • NetSw: 0.306 mW
  • Sw Ratio: 20.9%

Worst hold path
  • Worst min-delay path category: flop to flop
  • Min-delay src: shutup_n[0]$_DFFE_PN1P_

Status
  • Status: finished with violations
  • Failing checks: negative setup slack

CTS
  • Clk slew on worst S/H paths: 0.07 ns
  • TritonCTS clock tree: done
## state kept, by name (all words and copies together) (netlist names)
register and count:
BASE_RAM 3, data_nyb_out 4, BASE_SD 8, shutup_n 3, config_out_n 3, configured_n 3, BASE_IDE 8
## cell usage after synthesis, drive strengths merged
library cell and n:
a31oi 2, o211ai 3, o22a 1, o41a 3
edfxtp 23, nor2b 2, nand3 7, a2bb2oi 1
a32oi 2, and3b 1, nand2 6, conb 1
or4 3, dfstp 9, nor3 5, nand2b 4
a221o 1, o31a 4, buf 14, o2111ai 1
nand4b 2, o2bb2ai 1, nor4 4, inv 2
nor2 8, nand4 3, xnor2 1, nand3b 1
or3 1, a21oi 5, clkbuf 4, o21ai 4
a211o 1, o21bai 1, and2 6, o221ai 1
xor2 1, a22o 1
## path summary, 6_finish.rpt
| path | to | slack [ns] | cells after the start |
|---|---|---|---|
| setup / recovery | BASE_SD[4]$_DFFE_PP_ | -0.12 | 11 |
| hold / removal | shutup_n[0]$_DFFE_PN1P_ | 0.45 | 1 |
| setup reg to reg | BASE_SD[4]$_DFFE_PP_ | 0.15 | 10 |
| hold reg to reg | shutup_n[0]$_DFFE_PN1P_ | 0.45 | 1 |
| max in group clk0 | data_oe | -0.05 | 7 |
| max in group asynchronous | shutup_n[0]$_DFFE_PN1P_ | 1.61 | 2 |
| min in group clk0 | config_out_n[2]$_DFF_PN1_ | 0.47 | 1 |
| min in group asynchronous | config_out_n[0]$_DFF_PN1_ | 0.75 | 2 |
## per-stage QoR
step                      hold WS, ns  setup TNS, ns  cells
after floorplan                 0.332          -1.49    151
after detailed placement        0.441          -3.13    304
after global placement          0.439          -3.07    304
final                           0.455          -1.88    348
after global routing            0.469          -3.40    348
after CTS                       0.457          -4.72    346
## cell type report
class	count	area [sq um]	area share [%]
multi-input combinational	99	721	24.5
clock inverter	3	37.5	1.28
tap	108	135	4.60
clock buffer	41	512	17.4
sequential	32	931	31.7
inverter	2	7.51	0.255
timing repair buffer	63	597	20.3
## per-layer routing
layer | global-route usage [%] | up-vias
li1 | - | 715
met3 | 8.79 | 25
met1 | 8.74 | 743
met4 | 7.34 | 0
met5 | 0 | -
met2 | 10.7 | 140
## power groups by stage
| stage | Clock [mW] | Sequential [mW] | Combinational (mW) |
|---|---|---|---|
| after CTS | 0.775 | 0.594 | 0.106 |
| after global routing | 0.825 | 0.594 | 0.116 |
| final | 0.764 | 0.594 | 0.106 |
## logic make-up (layout without fill, tap and decap cells)
kind of cell / after synthesis / after routing
compound gates: 32 / 32
simple gates: 53 / 53
xor+xnor: 2 / 2
buf+inv: 20 / 109
flops: 32 / 32
other cells: 1 / 12
## cell usage in the layout (no fill, tap or decap), types with 3 or more instances in the layout
master            n
o31a_1            4
nand3_1           5
clkbuf_1          4
nor2_1            7
buf_6             3
and2_1            5
nor3_4            4
conb_1           12
dfstp_2           8
o21ai_0           4
clkbuf_8         22
o41a_1            3
edfxtp_1         23
nand2_1           6
clkdlybuf4s50_1  48
nand4_1           3
buf_4            16
nand2b_1          3
a21oi_1           5
o211ai_1          3
buf_8             7
dlygate4sd2_1     3
## timing repair
action / 4_1_cts / 5_1_grt
pin swaps: 10 / 3
endpoints found under the setup margin: 35 / 30
hold buffers: 0 / 0
gates resized: 25 / 10
endpoints found under the hold margin: 0 / 0
buffers inserted: 4 / 3
Power figures rest on the tool's default switching activity, not on a simulated workload.
